<file path="./config.mk">
export PLATFORM = sky130hd
export DESIGN_NAME = top
export DESIGN_NICKNAME = top
export VERILOG_FILES = /design/flow/design.v
export SDC_FILE = /design/flow/constraint.sdc
export NUM_CORES = 4
export LEC_CHECK = 1
export CORE_AREA = 10 10 112 112
export DIE_AREA = 0 0 122 122
</file>
<file path="./constraint.sdc">
current_design top

set clk_period 2.9
set clk_io_pct 0.2

create_clock -name clk0 -period $clk_period [get_ports {clk}]

set non_clock_inputs [all_inputs -no_clocks]
set_input_delay [expr $clk_period * $clk_io_pct] -clock clk0 $non_clock_inputs
set_output_delay [expr $clk_period * $clk_io_pct] -clock clk0 [all_outputs]
</file>
<file path="./design.v">
`timescale 1ns / 1ps
module BCD_SevenSeg(
    input [3:0] A,
    output [6:0] D
    );
    assign D[0] = (~A[3] & ~A[2] & ~A[1] & A[0]) |
                  (~A[3] & A[2] & ~A[1] & ~A[0]) |
                  (A[3] & A[2] & ~A[1] & A[0]) |
                  (A[3] & ~A[2] & A[1] & A[0]);
    assign D[1] = (~A[3] & A[2] & ~A[1] & A[0]) |
                  (A[3] & A[2] & ~A[0]) |
                  (A[2] & A[1] & ~A[0]) |
                  (A[3] & A[1] & A[0]);
    assign D[2] = (~A[3] & ~A[2] & A[1] & ~A[0]) |
                  (A[3] & A[2] & A[1]) |
                  (A[3] & A[2] & ~A[1] & ~A[0]);
    assign D[3] = (~A[3] & A[2] & ~A[1] & ~A[0]) |
                  (~A[3] & ~A[2] & ~A[1] & A[0]) |
                  (A[2] & A[1] & A[0]) |
                  (A[3] & ~A[2] & A[1] & A[0]);
    assign D[4] = (~A[3] & A[0]) |
                  (~A[3] & A[2] & ~A[1]) |
                  (~A[2] & ~A[1] & A[0]);
    assign D[5] = (A[3] & A[2] & ~A[1] & A[0]) |
                  (~A[3] & ~A[2] & A[1]) |
                  (~A[3] & ~A[2] & A[0]) |
                  (~A[3] & A[1] & A[0]);
    assign D[6] = (~A[3] & ~A[2] & ~A[1]) |
                  (~A[3] & A[2] & A[1] & A[0]) |
                  (A[3] & A[2] & ~A[1] & ~A[0]);
endmodule
module top (
    input clk,
    input [15:0] sw,       
    output reg [6:0] seg,  
    output reg [3:0] an    
);
    wire [6:0] disp1, disp2, disp3, disp4;
    reg [1:0] mux_sel;
    reg [16:0] refresh_counter;
    reg clk_div;
    BCD_SevenSeg seg1 (.A(sw[3:0]),   
                       .D(disp1)
                      );
    BCD_SevenSeg seg2 (.A(sw[7:4]),   
                       .D(disp2)
                      );
    BCD_SevenSeg seg3 (.A(sw[11:8]),  
                       .D(disp3)
                      );
    BCD_SevenSeg seg4 (.A(sw[15:12]), 
                       .D(disp4)
                      );
    always @(posedge clk) begin
        if (refresh_counter == 99_999) begin
            clk_div <= ~clk_div;  
            refresh_counter <= 0;  
        end else begin
            refresh_counter <= refresh_counter + 1;  
        end
    end
    always @(posedge clk_div) begin
        mux_sel <= mux_sel + 1;   
    end
    always @(*) begin
        case (mux_sel)
            2'b00: begin
                an = 4'b1110;
                seg = disp1;
            end
            2'b01: begin
                an = 4'b1101; 
                seg = disp2;
            end
            2'b10: begin
                an = 4'b1011;
                seg = disp3;
            end
            2'b11: begin
                an = 4'b0111;
                seg = disp4;
            end
        endcase
    end
endmodule
</file>
<file path="./run.sh">
#!/bin/bash
# OpenROAD 26Q1-2900-gdf79404cd8, Yosys 0.63+post, stock flow scripts
make -C /OpenROAD-flow-scripts/flow DESIGN_CONFIG=/design/flow/config.mk WORK_HOME=/design/flow/orfs finish
</file>
==> flow_metrics.py <==
# Generated from Yosys and OpenROAD reports
metrics = {
    "drt": {
        "drt-pass1-iter-count": 4,
        "insertedDiodeCount": 0,
        "drcViolationCount": 0,
        "wire_per_inst_um": 11.2,
        "via_count": 1897,
        "postRouteWirelength_um": 4830,
        "detail_route.vias_per_cell": 4.39,
        "detailedRoute.firstIterationViolations": 119,
        "detail-route-antenna-nets": 0,
    },
    "synth": {
        "netlist_top_cells_area": "sky130_fd_sc_hd__dfxtp_1, sky130_fd_sc_hd__o21ai_0, sky130_fd_sc_hd__ha_1",
        "post_synth_most_frequent_cells": "sky130_fd_sc_hd__o21ai_0, sky130_fd_sc_hd__nor2_1, sky130_fd_sc_hd__dfxtp_1",
        "synthSimpleGateAreaFrac_pct": 30.6,
        "yosys-mux-area-fraction_pct": 1.10,
        "ys_ff": 20,
        "synth.lib_cells_used.distinct": 52,
        "synth_stat.cells": 249,
        "top_count_cell_post_synth": "sky130_fd_sc_hd__o21ai_0",
        "asyncSetResetFlopFracSynth_pct": 0,
        "predominant_post_synthesis_flop_cell": "sky130_fd_sc_hd__dfxtp_1",
        "post_synth_fa_ha_maj_area_fraction_pct": 5.51,
        "enable_flop_cells": 1,
        "mappedNetlistArea_um2": 1820,
        "yosys_warnings": 1,
        "synth_area_per_cell_um2": 7.30,
        "syn_inst": 249,
        "ys_seq_share_pct": 22.6,
        "area_reported_by_yosys_stat_um2": 1820,
        "synthXorXnorAreaFrac_pct": 9.16,
        "yosys.area.top_type_share_pct": 20.9,
        "synthTopLogicFamily": "simple AND/OR/NAND/NOR gates",
        "yosysTopAreaCell": "sky130_fd_sc_hd__dfxtp_1",
        "synth.cellmix.compoundShare_pct": 23.9,
    },
    "hold_path": {
        "hold_class": "reg2reg",
    },
    "grt": {
        "global_route.overflow_total": 0,
        "first_global_vias": 1671,
        "initial_antenna_violation_count": 0,
        "grt_first_pass_wirelength_um": 7790,
        "pin_count_of_the_biggest_net_entering_global_routing": 14,
        "groute.usage.overall_pct": 6.08,
    },
    "sta": {
        "max_clock_freq_mhz": 355,
        "grt_setup_unrepaired": "no",
        "timing.final.max_slew_violations": 0,
        "final.period_utilization_pct": 97.1,
        "setup_viol": 0,
        "fin_skew_ns": 0.00198,
        "unclocked_regs": 2,
        "worst-slew-pin-transition_ns": 0.773,
        "fin_worst_hold_slack_ns": 0.465,
        "period_needed_ns": 2.82,
        "timing.slew.headroom_pct": 48.2,
        "unconstrained_endpoints": 6,
        "hold_violations": 0,
    },
    "critical_path": {
        "setup.worst_path.class": "in2out",
        "worstPathMaxFanout": 13,
        "crit_path_end_kind": "primary output",
        "timing.critical_path.arrival_ns": 2.24,
        "critical_path_required_ns": 2.32,
        "critical_path.startpoint_type": "primary input",
    },
    "die": {
        "die_area_um2": 14900,
        "die.size.x_um": 122,
        "count_of_standard_cell_rows": 37,
        "fp_util_pct": 17.8,
        "floorplan.io_pins": 28,
        "die-height_um": 122,
        "floorplan.core_area_um2": 10200,
    },
    "pwr": {
        "leakage_nw": 1.04,
        "largest_vdd_supply_drop_uv": 366,
        "powerDensity_nw_per_um2": 240,
    },
    "finish": {
        "drive_gt1_share_pct": 18.9,
        "layout.filler_cells": 1075,
        "post_layout_nonfiller_instances": 432,
        "final_util_pct": 24.9,
        "final_cell_area_um2": 2540,
        "syn2layout_area_growth_pct": 40.0,
    },
    "flow_run": {
        "timing.max_cap.violations": 0,
        "openroad.warnings": 31,
    },
    "placed_design": {
        "routability_driven_placement_congestion_ratio": 0.841,
        "hpwl_um": 3600,
        "dp.cells": 418,
        "dpl_cell_area_um2": 2380,
        "numPortBuffers": 27,
    },
    "clock_network": {
        "cts_buffers": 3,
        "worst_setup_hold_path_clk_slew_ns": 0.06,
        "ctsLongestPathBuffers": 2,
        "clock_tree_from_tritoncts": "built",
        "clkLatencyLatePin_ns": 0.25,
        "cts_root_buffer": "sky130_fd_sc_hd__clkbuf_8",
        "cts.htree.levels": 1,
    },
    "status": {
        "result_of_the_run": "complete, no violations",
    },
}
[final timing paths]
path | from | endpoint | slack (ns) | depth (start not counted)
worst max register to register | refresh_counter[10] | clk_div | 1.03 | 2
worst max-delay path | sw[11] | seg[3] | 0.08 | 7
worst min register to register | refresh_counter[0] | refresh_counter[0] | 0.47 | 1
worst min-delay path | refresh_counter[0] | refresh_counter[0] | 0.47 | 1
[flip-flops by register name, summed over array words and instances, names as in the netlist]
register         flops
refresh_counter     17
mux_sel              2
clk_div              1
[logic make-up (layout without fill, tap and decap cells)]
family | after synthesis | count (layout)
AOI/OAI and AO/OA | 67 | 67
xor gates and xnor gates | 19 | 19
adders and majority gates | 8 | 8
buffers and inverters | 34 | 81
DFF | 20 | 20
muxes | 2 | 2
and+or+nand+nor | 99 | 99
[area by class of cell]
type / instances / area (um^2) / area share (%)
multi-input combinational: 195 / 1300 / 51.1
clock buffer: 4 / 55.1 / 2.16
inverter: 14 / 52.6 / 2.07
sequential: 20 / 410 / 16.1
timing repair buffer: 63 / 556 / 21.8
tap: 136 / 170 / 6.69
[critical path, stage by stage]
cell                              delay, ns
sky130_fd_sc_hd__clkdlybuf4s50_1       0.44
sky130_fd_sc_hd__buf_6                 0.16
sky130_fd_sc_hd__or3_1                 0.37
sky130_fd_sc_hd__a21oi_1               0.15
sky130_fd_sc_hd__a31oi_1               0.05
sky130_fd_sc_hd__a31oi_1               0.25
sky130_fd_sc_hd__dlygate4sd2_1         0.24
[layer usage]
layer	GRT usage, %	part of all wire, %	vias up
met5	0	0	-
met4	0.373	0.48	0
met3	1.13	5.2	2
met2	9.76	46	45
met1	8.69	48	861
li1	-	-	989
[through the flow]
step	worst slack (ns)	power, mW	TNS (ns)
floorplan	0.698	0.334	0
global placement	-0.344	0.399	-1.37
detailed placement	-0.326	0.400	-1.29
CTS	0.00126	0.603	0
global route	0.00696	0.642	0
finish	0.0830	0.609	0
[cell usage in the layout, fill, tap and decap left out, types with 4 or more instances in the layout]
cell type / Yosys / final
sky130_fd_sc_hd__o31ai_1: 5 / 5
sky130_fd_sc_hd__nor2_1: 20 / 20
sky130_fd_sc_hd__buf_6: 0 / 7
sky130_fd_sc_hd__nand2_1: 16 / 16
sky130_fd_sc_hd__nand2b_1: 13 / 11
sky130_fd_sc_hd__ha_1: 8 / 8
sky130_fd_sc_hd__o21ai_1: 0 / 4
sky130_fd_sc_hd__nor3_1: 11 / 11
sky130_fd_sc_hd__dlymetal6s2s_1: 0 / 4
sky130_fd_sc_hd__clkbuf_8: 0 / 4
sky130_fd_sc_hd__inv_1: 14 / 14
sky130_fd_sc_hd__xnor2_1: 11 / 11
sky130_fd_sc_hd__dfxtp_1: 19 / 19
sky130_fd_sc_hd__nor4b_1: 4 / 4
sky130_fd_sc_hd__buf_4: 0 / 28
sky130_fd_sc_hd__dlygate4sd2_1: 0 / 11
sky130_fd_sc_hd__a21oi_1: 12 / 12
sky130_fd_sc_hd__o21ai_0: 21 / 16
sky130_fd_sc_hd__clkdlybuf4s50_1: 0 / 11
sky130_fd_sc_hd__or3_1: 5 / 5
sky130_fd_sc_hd__nand3_1: 6 / 6
sky130_fd_sc_hd__a31oi_1: 5 / 5
sky130_fd_sc_hd__nand4_1: 4 / 4
sky130_fd_sc_hd__xor2_1: 8 / 8
[report_power, final]
group | internal [mW] | switching, mW | leakage, nW
Sequential | 0.249 | 0 | 0.165
Combinational | 0.0866 | 0.0747 | 0.848
Clock | 0.120 | 0.0786 | 0.0288
[repair_timing]
action                                  4_1_cts  5_1_grt
gates cloned                                  0        1
endpoints found under the setup margin        7        3
buffers inserted                              2        7
hold buffers                                  0        0
pin swaps                                     8        4
resized                                      22       12
Power figures rest on the tool's default switching activity, not on a simulated workload.
